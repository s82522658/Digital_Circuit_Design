[design/flow/design.v]
`timescale 1ns / 1ps
module bSTAR(
	clk,
	col,
	row,
	star_c,
	star_r,
    blink,
	star_en
);
input clk;
input [1:0] blink;
input [10:0] col,row,star_c,star_r;
output reg [2:0]star_en;
reg flag;
wire [102:0] stara,starb,starc,stard,stare,
             starf,starg,starh,stari,starj,
             stark,starl,starm,starn,staro,
             starp,starq,starr,stars,start,
             staru,starv,starw,starx,stary,
             starz,staraa,starab,starac,starad,
             starae,staraf,starag,starah,starai,
             staraj,starak,staral,staram,staran,
             starao,starap,staraq,starar,staras,
             starat,starau,starav,staraw,starax,
             staray,staraz,starba,starbb,starbc,
             starbd,starbe,starbf,starbg,starbh,
             starbi,starbj,starbk,starbl,starbm,
             starbn,starbo,starbp,starbq,starbr,
             starbs,starbt,starbu,starbv,starbw,
             starbx,starby,starbz,starca,starcb,
             starcc,starcd,starce,starcf,starcg,
             starch,starci,starcj,starck,starcl,
             starcm,starcn,starco,starcp,starcq,
             starcr;
assign stara  = 103'b0000000000000000000000000000000000000000000000000001000000000000000000000000000000000000000000000000000;
assign starb  = 103'b0000000000000000000000000000000000000000000000000001000000000000000000000000000000000000000000000000000;
assign starc  = 103'b0000000000000000000000000000000000000000000000000011100000000000000000000000000000000000000000000000000;
assign stard  = 103'b0000000000000000000000000000000000000000000000000011100000000000000000000000000000000000000000000000000;
assign stare  = 103'b0000000000000000000000000000000000000000000000000011100000000000000000000000000000000000000000000000000;
assign starf  = 103'b0000000000000000000000000000000000000000000000000011100000000000000000000000000000000000000000000000000;
assign starg  = 103'b0000000000000000000000000000000000000000000000000111110000000000000000000000000000000000000000000000000;
assign starh  = 103'b0000000000000000000000000000000000000000000000000111110000000000000000000000000000000000000000000000000;
assign stari  = 103'b0000000000000000000000000000000000000000000000001111111000000000000000000000000000000000000000000000000;
assign starj  = 103'b0000000000000000000000000000000000000000000000001111111000000000000000000000000000000000000000000000000;
assign stark  = 103'b0000000000000000000000000000000000000000000000001111111000000000000000000000000000000000000000000000000;
assign starl  = 103'b0000000000000000000000000000000000000000000000011111111100000000000000000000000000000000000000000000000;
assign starm  = 103'b0000000000000000000000000000000000000000000000011111111100000000000000000000000000000000000000000000000;
assign starn  = 103'b0000000000000000000000000000000000000000000000011111111100000000000000000000000000000000000000000000000;
assign staro  = 103'b0000000000000000000000000000000000000000000000111111111110000000000000000000000000000000000000000000000;
assign starp  = 103'b0000000000000000000000000000000000000000000000111111111110000000000000000000000000000000000000000000000;
assign starq  = 103'b0000000000000000000000000000000000000000000001111111111111000000000000000000000000000000000000000000000;
assign starr  = 103'b0000000000000000000000000000000000000000000001111111111111000000000000000000000000000000000000000000000;
assign stars  = 103'b0000000000000000000000000000000000000000000001111111111111000000000000000000000000000000000000000000000;
assign start  = 103'b0000000000000000000000000000000000000000000001111111111111000000000000000000000000000000000000000000000;
assign staru  = 103'b0000000000000000000000000000000000000000000011111111111111100000000000000000000000000000000000000000000;
assign starv  = 103'b0000000000000000000000000000000000000000000011111111111111100000000000000000000000000000000000000000000;
assign starw  = 103'b0000000000000000000000000000000000000000000011111111111111100000000000000000000000000000000000000000000;
assign starx  = 103'b0000000000000000000000000000000000000000000111111111111111110000000000000000000000000000000000000000000;
assign stary  = 103'b0000000000000000000000000000000000000000000111111111111111110000000000000000000000000000000000000000000;
assign starz  = 103'b0000000000000000000000000000000000000000000111111111111111110000000000000000000000000000000000000000000;
assign staraa = 103'b0000000000000000000000000000000000000000000111111111111111110000000000000000000000000000000000000000000;
assign starab = 103'b0000000000000000000000000000000000000000001111111111111111111000000000000000000000000000000000000000000;
assign starac = 103'b0000000000000000000000000000000000000000001111111111111111111000000000000000000000000000000000000000000;
assign starad = 103'b0000000000000000000000000000000000000000001111111111111111111000000000000000000000000000000000000000000;
assign starae = 103'b0000000000000000000000000000000000000000011111111111111111111100000000000000000000000000000000000000000;
assign staraf = 103'b0000000000000000000000000000000000000000011111111111111111111100000000000000000000000000000000000000000;
assign starag = 103'b0000000000000000000000000000000000000000111111111111111111111110000000000000000000000000000000000000000;
assign starah = 103'b0000000000000000000000000000000000000000111111111111111111111110000000000000000000000000000000000000000;
assign starai = 103'b0000000000000000000000000000000000000000111111111111111111111110000000000000000000000000000000000000000;
assign staraj = 103'b0000000000000000000000000000000000000000111111111111111111111110000000000000000000000000000000000000000;
assign starak = 103'b1111111111111111111111111111111111111111111111111111111111111111111111111111111111111111111111111111111; 
assign staral = 103'b0111111111111111111111111111111111111111111111111111111111111111111111111111111111111111111111111111110;
assign staram = 103'b0001111111111111111111111111111111111111111111111111111111111111111111111111111111111111111111111111000;
assign staran = 103'b0000111111111111111111111111111111111111111111111111111111111111111111111111111111111111111111111110000;
assign starao = 103'b0000011111111111111111111111111111111111111111111111111111111111111111111111111111111111111111111100000;
assign starap = 103'b0000000111111111111111111111111111111111111111111111111111111111111111111111111111111111111111110000000;
assign staraq = 103'b0000000011111111111111111111111111111111111111111111111111111111111111111111111111111111111111100000000;
assign starar = 103'b0000000001111111111111111111111111111111111111111111111111111111111111111111111111111111111111000000000;
assign staras = 103'b0000000000111111111111111111111111111111111111111111111111111111111111111111111111111111111110000000000;
assign starat = 103'b0000000000001111111111111111111111111111111111111111111111111111111111111111111111111111111000000000000;
assign starau = 103'b0000000000000111111111111111111111111111111111111111111111111111111111111111111111111111110000000000000;
assign starav = 103'b0000000000000011111111111111111111111111111111111111111111111111111111111111111111111111100000000000000;
assign staraw = 103'b0000000000000000111111111111111111111111111111111111111111111111111111111111111111111110000000000000000;
assign starax = 103'b0000000000000000011111111111111111111111111111111111111111111111111111111111111111111100000000000000000;
assign staray = 103'b0000000000000000001111111111111111111111111111111111111111111111111111111111111111111000000000000000000;
assign staraz = 103'b0000000000000000000011111111111111111111111111111111111111111111111111111111111111100000000000000000000;
assign starba = 103'b0000000000000000000001111111111111111111111111111111111111111111111111111111111111000000000000000000000;
assign starbb = 103'b0000000000000000000000111111111111111111111111111111111111111111111111111111111110000000000000000000000;
assign starbc = 103'b0000000000000000000000001111111111111111111111111111111111111111111111111111111000000000000000000000000;
assign starbd = 103'b0000000000000000000000000111111111111111111111111111111111111111111111111111110000000000000000000000000;
assign starbe = 103'b0000000000000000000000000011111111111111111111111111111111111111111111111111100000000000000000000000000;
assign starbf = 103'b0000000000000000000000000001111111111111111111111111111111111111111111111111000000000000000000000000000;
assign starbg = 103'b0000000000000000000000000000011111111111111111111111111111111111111111111100000000000000000000000000000;
assign starbh = 103'b0000000000000000000000000000001111111111111111111111111111111111111111111000000000000000000000000000000; 
assign starbi = 103'b0000000000000000000000000000001111111111111111111111111111111111111111111000000000000000000000000000000;
assign starbj = 103'b0000000000000000000000000000001111111111111111111111111111111111111111111000000000000000000000000000000;
assign starbk = 103'b0000000000000000000000000000011111111111111111111111111111111111111111111100000000000000000000000000000;
assign starbl = 103'b0000000000000000000000000000011111111111111111111111111111111111111111111100000000000000000000000000000;
assign starbm = 103'b0000000000000000000000000000011111111111111111111111111111111111111111111100000000000000000000000000000;
assign starbn = 103'b0000000000000000000000000000111111111111111111111111111111111111111111111110000000000000000000000000000;
assign starbo = 103'b0000000000000000000000000000111111111111111111111111111111111111111111111110000000000000000000000000000;
assign starbp = 103'b0000000000000000000000000000111111111111111111111111111111111111111111111110000000000000000000000000000;
assign starbq = 103'b0000000000000000000000000001111111111111111111111111111111111111111111111111000000000000000000000000000;
assign starbr = 103'b0000000000000000000000000001111111111111111111111111111111111111111111111111000000000000000000000000000;
assign starbs = 103'b0000000000000000000000000001111111111111111111111111111111111111111111111111000000000000000000000000000;
assign starbt = 103'b0000000000000000000000000011111111111111111111111111111111111111111111111111100000000000000000000000000;
assign starbu = 103'b0000000000000000000000000011111111111111111111111111111111111111111111111111100000000000000000000000000;
assign starbv = 103'b0000000000000000000000000011111111111111111111111100011111111111111111111111100000000000000000000000000;
assign starbw = 103'b0000000000000000000000000011111111111111111111110000000111111111111111111111100000000000000000000000000;
assign starbx = 103'b0000000000000000000000000111111111111111111111100000000011111111111111111111110000000000000000000000000;
assign starby = 103'b0000000000000000000000000111111111111111111111000000000001111111111111111111110000000000000000000000000;
assign starbz = 103'b0000000000000000000000001111111111111111111100000000000000011111111111111111111000000000000000000000000;
assign starca = 103'b0000000000000000000000001111111111111111111000000000000000001111111111111111111000000000000000000000000;
assign starcb = 103'b0000000000000000000000001111111111111111100000000000000000000011111111111111111000000000000000000000000;
assign starcc = 103'b0000000000000000000000001111111111111111000000000000000000000001111111111111111000000000000000000000000;
assign starcd = 103'b0000000000000000000000011111111111111100000000000000000000000000011111111111111100000000000000000000000;
assign starce = 103'b0000000000000000000000011111111111111000000000000000000000000000001111111111111100000000000000000000000;
assign starcf = 103'b0000000000000000000000011111111111110000000000000000000000000000000111111111111100000000000000000000000;
assign starcg = 103'b0000000000000000000000111111111111000000000000000000000000000000000001111111111110000000000000000000000;
assign starch = 103'b0000000000000000000000111111111110000000000000000000000000000000000000111111111110000000000000000000000;
assign starci = 103'b0000000000000000000000111111111100000000000000000000000000000000000000011111111110000000000000000000000;
assign starcj = 103'b0000000000000000000001111111111000000000000000000000000000000000000000001111111111000000000000000000000;
assign starck = 103'b0000000000000000000001111111100000000000000000000000000000000000000000000011111111000000000000000000000;
assign starcl = 103'b0000000000000000000001111111000000000000000000000000000000000000000000000001111111000000000000000000000;
assign starcm = 103'b0000000000000000000011111100000000000000000000000000000000000000000000000000011111100000000000000000000;
assign starcn = 103'b0000000000000000000011111000000000000000000000000000000000000000000000000000001111100000000000000000000;
assign starco = 103'b0000000000000000000011110000000000000000000000000000000000000000000000000000000111100000000000000000000;
assign starcp = 103'b0000000000000000000011000000000000000000000000000000000000000000000000000000000001100000000000000000000;
assign starcq = 103'b0000000000000000000110000000000000000000000000000000000000000000000000000000000000110000000000000000000;
assign starcr = 103'b0000000000000000000100000000000000000000000000000000000000000000000000000000000000010000000000000000000;
always@(*) begin
	case(row-star_r)
        0 : flag <= stara [col-star_c];
		1 : flag <= starb [col-star_c];
		2 : flag <= starc [col-star_c];
		3 : flag <= stard [col-star_c];
		4 : flag <= stare [col-star_c];
		5 : flag <= starf [col-star_c];
		6 : flag <= starg [col-star_c];
		7 : flag <= starh [col-star_c];
		8 : flag <= stari [col-star_c];
		9 : flag <= starj [col-star_c];
        10: flag <= stark [col-star_c];
		11: flag <= starl [col-star_c];
		12: flag <= starm [col-star_c];
		13: flag <= starn [col-star_c];
		14: flag <= staro [col-star_c];
		15: flag <= starp [col-star_c];
		16: flag <= starq [col-star_c];
        17: flag <= starr [col-star_c];
		18: flag <= stars [col-star_c];
		19: flag <= start [col-star_c];
        20: flag <= staru [col-star_c];
		21: flag <= starv [col-star_c];
		22: flag <= starw [col-star_c];
		23: flag <= starx [col-star_c];
		24: flag <= stary [col-star_c];
		25: flag <= starz [col-star_c];
		26: flag <= staraa [col-star_c];
		27: flag <= starab [col-star_c];
		28: flag <= starac [col-star_c];
		29: flag <= starad [col-star_c];
        30: flag <= starae [col-star_c];
		31: flag <= staraf [col-star_c];
		32: flag <= starag [col-star_c];
		33: flag <= starah [col-star_c];
        34: flag <= starai [col-star_c];
		35: flag <= staraj [col-star_c];
		36: flag <= starak [col-star_c];
		37: flag <= staral [col-star_c];
		38: flag <= staram [col-star_c];
		39: flag <= staran [col-star_c];
        40: flag <= starao [col-star_c];
		41: flag <= starap [col-star_c];
		42: flag <= staraq [col-star_c];
		43: flag <= starar [col-star_c];
		44: flag <= staras [col-star_c];
		45: flag <= starat [col-star_c];
		46: flag <= starau [col-star_c];
		47: flag <= starav [col-star_c];
		48: flag <= staraw [col-star_c];
		49: flag <= starax [col-star_c];
        50: flag <= staray [col-star_c];
        51: flag <= staraz [col-star_c];
		52: flag <= starba [col-star_c];
		53: flag <= starbb [col-star_c];
		54: flag <= starbc [col-star_c];
        55: flag <= starbd [col-star_c];
		56: flag <= starbe [col-star_c];
		57: flag <= starbf [col-star_c];
		58: flag <= starbg [col-star_c];
		59: flag <= starbh [col-star_c];
        60: flag <= starbi [col-star_c];
		61: flag <= starbj [col-star_c];
		62: flag <= starbk [col-star_c];
		63: flag <= starbl [col-star_c];
		64: flag <= starbm [col-star_c];
		65: flag <= starbn [col-star_c];
		66: flag <= starbo [col-star_c];
		67: flag <= starbp [col-star_c];
		68: flag <= starbq [col-star_c];
        69: flag <= starbr [col-star_c];
        70: flag <= starbs [col-star_c];
		71: flag <= starbt [col-star_c];
		72: flag <= starbu [col-star_c];
		73: flag <= starbv [col-star_c];
		74: flag <= starbw [col-star_c];
		75: flag <= starbx [col-star_c];
		76: flag <= starby [col-star_c];
		77: flag <= starbz [col-star_c];
		78: flag <= starca [col-star_c];
		79: flag <= starcb [col-star_c];
        80: flag <= starcc [col-star_c];
		81: flag <= starcd [col-star_c];
		82: flag <= starce [col-star_c];
		83: flag <= starcf [col-star_c];
		84: flag <= starcg [col-star_c];
		85: flag <= starch [col-star_c];
        86: flag <= starci [col-star_c];
		87: flag <= starcj [col-star_c];
		88: flag <= starck [col-star_c];
		89: flag <= starcl [col-star_c];
        90: flag <= starcm [col-star_c];
		91: flag <= starcn [col-star_c];
		92: flag <= starco [col-star_c];
		93: flag <= starcp [col-star_c];
		94: flag <= starcq [col-star_c];
		95: flag <= starcr [col-star_c];
		default:flag<=0;
	endcase
end
always@(posedge clk) begin
	if(flag) begin
		if(blink==0) star_en<=3'b000; 
		else if(blink==1) star_en<=3'b100; 
		else if(blink==2) star_en<=3'b111; 
		else star_en<=3'b000; 
	end
	else star_en<=3'b001; 
end
endmodule
[design/flow/run.sh]
#!/bin/bash
# OpenROAD 26Q1-2900-gdf79404cd8, Yosys 0.63+post, stock flow scripts
make -C /OpenROAD-flow-scripts/flow DESIGN_CONFIG=/design/flow/config.mk WORK_HOME=/design/flow/orfs finish
[design/flow/config.mk]
export PLATFORM = sky130hd
export DESIGN_NAME = bSTAR
export DESIGN_NICKNAME = bSTAR
export VERILOG_FILES = /design/flow/design.v
export SDC_FILE = /design/flow/constraint.sdc
export NUM_CORES = 4
export LEC_CHECK = 1
export CORE_UTILIZATION = 30
[design/flow/constraint.sdc]
current_design bSTAR

set clk_period 15.0
set clk_io_pct 0.2

create_clock -name clk0 -period $clk_period [get_ports {clk}]

set non_clock_inputs [all_inputs -no_clocks]
set_input_delay [expr $clk_period * $clk_io_pct] -clock clk0 $non_clock_inputs
set_output_delay [expr $clk_period * $clk_io_pct] -clock clk0 [all_outputs]
==> run summary <==
run status: complete, no violations
share of flip-flops with an asynchronous set or reset after synthesis: 0%
internal power: 0.107 mW
worst path cell trace: clkdlybuf4s50_1 -> inv_1 -> ha_1 -> nor2b_1 -> o21a_1 -> o21ai_0 -> nor2_1 -> nand3_2 -> nor2_2 -> nand3_1 -> nor4_1 -> nor4_1 -> o31ai_1 -> nand3_1 -> or3_1
clock period minus final worst setup slack: 7.63 ns
# DRC: 0
DR WL/cell: 18.9 um
cts bufs inserted: 3
worst IR drop on VDD: 0.0317 mV
synthesized area: 3290 um2
top area cells in the synthesized netlist: sky130_fd_sc_hd__ha_1, sky130_fd_sc_hd__nor2_1, sky130_fd_sc_hd__a21oi_1, sky130_fd_sc_hd__nand2_1, sky130_fd_sc_hd__o21ai_0
cells after synthesis: 530
category of the critical setup timing path: in -> reg
registers with the highest flip-flop counts: star_en x3
number of setup violations in the final report: 0
share of total power in combinational logic: 88.4%
CTS tree: built
wire length of the first global-routing pass: 21000 um
FP Core Util: 31.4%
height of the die: 107 um
share of cells above drive strength 1: 7.23%
buffers added on ports: 41
count of instantiated cells in the yosys netlist: 530
areal power density over the cells: 69.4 nW/um2
initial antenna violation count: 0
cell type with the largest total area: sky130_fd_sc_hd__ha_1
sequential fraction of design power: 3.0%
tally of nets with antenna violations remaining after routing: 0
worst-case setup slack after placement: 7.25 ns
total non-filler cell area in the finished layout: 3870 um2
pin slew with the least headroom to its limit: 0.848 ns
core footprint: 10500 um2
wire length reported by the detailed router: 13000 um
top logic cells by instance count in the layout: sky130_fd_sc_hd__nor2_1, sky130_fd_sc_hd__nand2_1, sky130_fd_sc_hd__clkdlybuf4s50_1
Slew Viols, Final: 0
number of hold-slack violations in the final timing report: 0
highest fanout seen on the critical path: 17
worst-case setup margin in the final layout: 7.37 ns
max-cap violations: 0
Req. time, crit path: 15.09 ns
fraction of the yosys area taken by sequential cells: 1.83%
Achievable Freq: 0.131 GHz
Slew headroom: 43.3%
Bufs and invs on worst path: 2
most frequent standard cell in the layout excluding fill and tap cells: sky130_fd_sc_hd__nor2_1
count of synthesis-stage warnings from yosys: 1
Final period util: 50.8%
total via count after detailed routing: 4414
detail-routed via count per cell: 6.41
Setup TNS Final: 0 ns
top_reg_cell synth: sky130_fd_sc_hd__dfxtp_1
Iteration-0 DRC Markers: 407
most flop-heavy register: star_en
Yosys cell types: 75
capturing element type of the critical path: flip-flop
chip footprint: 11400 um2
vias in the first global route: 4024
layout overhead on the synthesized area: 17.7%
num rows: 37
overflow left after global routing: 0
yosys stat area: 3290 um2
setup repair after global routing missed its margin: no
data arrival at the endpoint of the critical path: 7.72 ns
crit path launch type: input pin
clock root buffer: sky130_fd_sc_hd__clkbuf_8
GR Util All Layers: 23.5%
GPL Wtd Cong: 0.986
Antenna Cells: 0
flip-flop count of the largest register after layout: 3
largest net degree at the start of global routing: 30
share of total power consumed by net switching: 60.0%
class of the worst hold path: in -> reg
total of flip-flops plus latches after synthesis: 3
buffers inserted during post-CTS setup optimization: 0
share of power burned in the clock network: 8.6%
share of Yosys cell area claimed by the top area cell type: 7.62%
peak per-stage delay on the critical path: 0.70 ns
Top delay family on crit path: simple AND/OR/NAND/NOR gates
cts repair resizes: 0
switching pwr: 0.161 mW
placed inst area: 3820 um2
utilization of the core after routing: 37.0%
count of library flops with an enable pin: 0
number of placed I/O pins: 50
slowest stage cell on the critical path: sky130_fd_sc_hd__nor2_2
static leakage: 1.40 nW
Avg Synthesized Cell Area: 6.20 um2
total iterations of the first detailed-routing run: 5
HPWL after detailed placement: 9910 um
CTS Hold Buffers Added: 0
# clock sinks: 3
Max clock buf depth: 2
Die X-Extent: 107 um
total chip power: 0.268 mW
maximum level of the CTS H-tree: 1
Clk pin slew, worst setup/hold paths: 0.03 ns
Tool Warnings: 35
[power groups by stage]
stage | logic, mW | registers (mW) | clock network, mW
after CTS | 0.230 | 0.00813 | 0.0237
after global routing | 0.258 | 0.00813 | 0.0253
final | 0.237 | 0.00813 | 0.0231
[through the flow]
step                      hold WS (ns)  instances
after floorplan                   3.25        530
after global placement            3.66        685
after detailed placement          3.66        685
after CTS                         3.55        689
after global routing              3.57        689
final                             3.54        689
[metal layers]
| metal | global-route usage (%) | vias to the layer above | share of wire, % |
|---|---|---|---|
| li1 | - | 2088 | - |
| met1 | 35.1 | 2034 | 45 |
| met2 | 34.7 | 254 | 42 |
| met3 | 3.22 | 38 | 9.2 |
| met4 | 7.44 | 0 | 3.2 |
| met5 | 0 | - | 0 |
[cell families after synthesis]
family	share of synthesized area (%)
adders and majority gates	8.83
xor gates and xnor gates	4.23
and+or+nand+nor	34.6
AOI/OAI and AO/OA	42.5
muxes	0.305
DFF	1.83
buffers and inverters	7.69
[cell usage after synthesis (8+ instances only)]
cell type / count
sky130_fd_sc_hd__a21oi_1: 38
sky130_fd_sc_hd__a31oi_1: 12
sky130_fd_sc_hd__nor2_1: 63
sky130_fd_sc_hd__o211ai_1: 8
sky130_fd_sc_hd__nor3_1: 25
sky130_fd_sc_hd__xnor2_1: 9
sky130_fd_sc_hd__a211oi_1: 20
sky130_fd_sc_hd__o21ai_0: 33
sky130_fd_sc_hd__a32oi_1: 8
sky130_fd_sc_hd__nor4_1: 16
sky130_fd_sc_hd__ha_1: 20
sky130_fd_sc_hd__nand3_1: 32
sky130_fd_sc_hd__a21o_1: 8
sky130_fd_sc_hd__clkbuf_1: 29
sky130_fd_sc_hd__inv_1: 25
sky130_fd_sc_hd__nand2_1: 45
[worst min-delay path, stage by stage]
cell and delay [ns]:
sky130_fd_sc_hd__clkdlybuf4s50_1 0.42, sky130_fd_sc_hd__ha_1 0.19, sky130_fd_sc_hd__nand2_1 0.06, sky130_fd_sc_hd__nor3_1 0.04
[final timing paths]
| path | start | to | slack (ns) | cells past startpoint |
|---|---|---|---|---|
| hold / removal | blink[1] | star_en[1] | 3.54 | 4 |
| setup / recovery | star_r[1] | star_en[0] | 7.37 | 15 |
[layout make-up]
class | count | area, um2
inverter | 26 | 97.6
multi-input combinational | 464 | 2970
sequential | 3 | 60.1
tap | 136 | 170
timing repair buffer | 56 | 523
fill | 1155 | 6590
clock buffer | 4 | 45.0
Power and IR drop assume default switching activity.
