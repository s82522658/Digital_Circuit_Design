<file path="/design/flow/run.sh">
#!/bin/bash
# OpenROAD 26Q1-2900-gdf79404cd8, Yosys 0.63+post, stock flow scripts
make -C /OpenROAD-flow-scripts/flow DESIGN_CONFIG=/design/flow/config.mk WORK_HOME=/design/flow/orfs finish
</file>
<file path="/design/flow/config.mk">
export PLATFORM = sky130hd
export DESIGN_NAME = sSTAR
export DESIGN_NICKNAME = sSTAR
export VERILOG_FILES = /design/flow/design.v
export SDC_FILE = /design/flow/constraint.sdc
export NUM_CORES = 4
export LEC_CHECK = 1
export CORE_AREA = 10 10 96 96
export DIE_AREA = 0 0 106 106
</file>
<file path="/design/flow/constraint.sdc">
current_design sSTAR

set clk_period 9.8
set clk_io_pct 0.2

create_clock -name clk0 -period $clk_period [get_ports {clk}]

set non_clock_inputs [all_inputs -no_clocks]
set_input_delay [expr $clk_period * $clk_io_pct] -clock clk0 $non_clock_inputs
set_output_delay [expr $clk_period * $clk_io_pct] -clock clk0 [all_outputs]
</file>
<file path="/design/flow/design.v">
`timescale 1ns / 1ps
module sSTAR(
	clk,
	col,
	row,
	star_r,
	star_c,
    blink,
	star_en
);
input clk,blink;
input [10:0] col,row,star_r,star_c;
output reg [2:0] star_en;
reg flag;
wire [24:0] r_a,r_b,r_c,r_d,r_e,r_f,r_g,r_h,r_i,r_j,r_k,r_l,r_m,r_n,r_o,r_p,r_q;
assign r_a = 25'b0000000000001000000000000;
assign r_b = 25'b0000000000011100000000000;
assign r_c = 25'b0000000000011100000000000;
assign r_d = 25'b0000000000111110000000000;
assign r_e = 25'b0000000000111110000000000;
assign r_f = 25'b0000000001111111000000000;
assign r_g = 25'b0011111111111111111111100;
assign r_h = 25'b0000111111111111111110000;
assign r_i = 25'b0000001111111111111000000;
assign r_j = 25'b0000000111111111110000000;
assign r_k = 25'b0000000011111111100000000;
assign r_l = 25'b0000000011111111100000000;
assign r_m = 25'b0000000111111111110000000;
assign r_n = 25'b0000000111110111110000000;
assign r_o = 25'b0000001111100011111000000;
assign r_p = 25'b0000001110000000111000000;
assign r_q = 25'b0000011000000000001100000;
always@(*)begin
	case(row-star_r)
		0 : flag <= r_a [col-star_c];
		1 : flag <= r_b [col-star_c];
		2 : flag <= r_c [col-star_c];
		3 : flag <= r_d [col-star_c];
		4 : flag <= r_e [col-star_c];
		5 : flag <= r_f [col-star_c];
		6 : flag <= r_g [col-star_c];
		7 : flag <= r_h [col-star_c];
		8 : flag <= r_i [col-star_c];
		9 : flag <= r_j [col-star_c];
		10: flag <= r_k [col-star_c];
		11: flag <= r_l [col-star_c];
		12: flag <= r_m [col-star_c];
		13: flag <= r_n [col-star_c];
		14: flag <= r_o [col-star_c];
		15: flag <= r_p [col-star_c];
		16: flag <= r_q [col-star_c];
		default: flag<=0;
	endcase
end
always@(posedge clk) begin
	if(flag) begin
		if(blink) star_en<=3'b111; 
		else star_en<=3'b110; 
	end
	else star_en<=3'b001; 
end
endmodule
</file>
==> README.md <==
| Step | Parameter | Value |
|---|---|---|
| grt | Sum of overflow across all layers after global routing | 0 |
| power and ir drop | Cell Pwr Density | 86.40 mW/mm^2 |
| clock network | Register clock-pin slew on the reported worst setup and hold paths | 0.03 ns |
| floorplan | Core Density at Floorplan | 0.1710 |
| floorplan | Horizontal die dimension | 106 microns |
| yosys | Number of flops mapped to enable cells by yosys | 0 |
| power and ir drop | P_leak | 0.0006875 uW |
| critical path | Worst Setup End Kind | flip-flop |
| detailed routing | Final Routed Wirelength | 3132 microns |
| yosys | Synth Instances | 165 |
| cells and area | Proportion of layout cells with a drive suffix above 1 | 0.08586 |
| clock network | Clock tree from TritonCTS | built |
| critical path | Kind of start point of the critical path | input pin |
| power and ir drop | Combinational fraction of design power | 0.726 |
| place | Detailed Place HPWL | 2684 microns |
| cells and area | Total non-filler cell area in the finished layout | 0.001704 sq mm |
| timing | Setup Viol. Count Final | 0 |
| timing | Setup total negative slack | 0 ns |
| yosys | Sequential cell area fraction in the yosys report | 0.03245 |
| place | Placed standard-cell area | 0.001663 sq mm |
| timing | Final setup slack of the worst path | 4.751 ns |
| worst hold path | Start point of the worst min-delay path | blink |
| detailed routing | Per-cell via count in the routed design | 4.448 |
| detailed routing | Number of design rule violations left after detail routing | 0 |
| timing | Fin. max-slew vios | 0 |
| yosys | Average instance area after synthesis | 7.477 sq um |
| power and ir drop | Sequential Power Share | 0.056 |
| timing | Slew headroom | 0.4321 |
| floorplan | Total Die Area | 0.01124 sq mm |
| detailed routing | # diodes | 0 |
| floorplan | Core box area | 0.007214 sq mm |
| power and ir drop | Switching power | 63.98 uW |
| power and ir drop | Clock power frac | 0.218 |
| timing | Final critical path time including I/O delays and setup | 5.049 ns |
| grt | Global-route wire length before repair | 5637 microns |
| detailed routing | Violation count after the first detailed-routing iteration | 31 |
| yosys | Most used flip-flop cell after synthesis | dfxtp_1 |
| timing | Peak Freq | 198.1 MHz |
| cells and area | Most common logic cells in the final layout | clkdlybuf4s50_1 (36), inv_1 (20), ha_1 (15) |
| cells and area | Commonest non-fill, non-tap cell in the layout | clkdlybuf4s50_1 |
| yosys | Area figure in the yosys stat output | 0.001234 sq mm |
| yosys | Synthesis warning total | 1 |
| run status | Outcome | finished clean |
| clock network | Maximum level of the CTS H-tree | 1 |
| clock network | Post-CTS Resized | 0 |
| yosys | Synth Cell Area | 0.001234 sq mm |
| run | Log Warnings | 37 |
| timing | RSZ-0062 raised after global routing | false |
| worst hold path | Class of the tightest hold or removal check | input pin to flip-flop |
| timing | Cycle use final | 0.5152 |
| yosys | Number of cells in Yosys stat | 165 |
| grt | Number of global-route vias before repair | 1,343 |
| power and ir drop | Worst vdd rail ir drop | 0.02181 mV |
| clock network | Number of buffers on the longest clock path | 2 |
| cells and area | Largest register FFs | 2 |
| timing | Hold violation count in the final report | 0 |
| clock network | Sink count of the clock tree | 2 |
| clock network | Post-CTS setup repair buffer count | 0 |
| cells and area | Signed area change from the synthesized netlist to the final layout | 38.13% |
| yosys | Synthesis-stage register bit count | 2 |
| detailed routing | Post-route antenna net violation count | 0 |
| clock network | Clock Root Buffer | clkbuf_8 |
| detailed routing | Via count | 1,321 |
| detailed routing | Average wire length per cell after detail routing | 10.55 microns |
| floorplan | Number of rows created at floorplan | 31 |
| grt | Maximum number of pins on one net before global-route repair | 13 |
| yosys | Distinct cell type count after synthesis | 57 |
| detailed routing | Iteration tally of the first detailed-router pass | 4 |
| yosys | Synth async-reset ratio | 0 |
| place | Placer's final routability congestion estimate | 0.8234 |
| cells and area | Area of the multi-input gates | 0.001064 sq mm |
| clock network | Count of hold-fix buffers inserted at cts | 0 |
| clock network | Cts bufs inserted | 3 |
| critical path | CP Data Arrival Time | 5.14 ns |
| cells and area | Count of filler cells inserted in the layout | 796 |
| floorplan | Die height | 106 microns |
| power and ir drop | Switching power as a share of total power | 0.4345 |
| timing | Worst Hold Margin | 2.332 ns |
| grt | GRT Resource Usage Total | 0.05633 |
| cells and area | Largest register by flop count | star_en |
| power and ir drop | Internal power | 83.25 uW |
| cells and area | Registers with the most flip-flops | star_en x2 |
| place | Post-placement setup slack | 4.533 ns |
| grt | Antenna violations before repair | 0 |
| cells and area | Sequential cell area | 40.04 sq um |
| critical path | Category of the most critical setup path | input pin to flip-flop |
| run | Total of max-cap violations | 0 |
| cells and area | Core utilization of the finished layout | 0.2362 |
| critical path | Endpoint required time on the critical path | 9.89 ns |
| critical path | Maximum fanout count along the critical path | 4 |
| place | Count of input and output buffers | 36 |
| timing | Worst slew pin tran | 0.8458 ns |
| worst hold path | Hold EP | star_en[0]$_SDFF_PN1_ |
| worst hold path | Number of cells on the worst hold path | 2 |
| floorplan | I/O pin cnt | 49 |
==> power groups by stage <==
stage	clock network (uW)	registers (uW)	logic, uW
CTS	33.1	8.25	107
global route	34.0	8.25	121
finish	32.2	8.25	107
==> Yosys cell counts, types with 2 or more instances <==
cell | number | area share
inv_1 | 20 | 0.061
ha_1 | 15 | 0.15
nor2_1 | 13 | 0.040
a21oi_1 | 9 | 0.037
nand2_1 | 8 | 0.024
o21ai_0 | 7 | 0.028
nor3_1 | 6 | 0.024
nor2b_1 | 5 | 0.025
xnor2_1 | 5 | 0.035
xor2_1 | 5 | 0.035
a211oi_1 | 4 | 0.024
nand3_1 | 4 | 0.016
nand4_1 | 4 | 0.020
o2111ai_1 | 4 | 0.028
or3_1 | 4 | 0.020
a21o_1 | 3 | 0.018
a211o_1 | 2 | 0.014
a221oi_1 | 2 | 0.014
clkbuf_8 | 2 | 0.022
dfxtp_1 | 2 | 0.032
fa_1 | 2 | 0.032
o22ai_1 | 2 | 0.010
or2_1 | 2 | 0.010
or2_2 | 2 | 0.010
==> layout make-up <==
class	instances	share of cell area
repair buffers	36	0.2115
flip-flops and latches	2	0.02349
multi-input cells	137	0.6241
clock buffers	3	0.02423
inverters	20	0.04405
well taps	99	0.07269
==> kinds of logic (layout without fill, tap and decap cells) <==
kind of cell             Yosys count  in the layout  synth area share
AND-OR/OR-AND                     52             52            0.3367
adder cells (fa/ha/maj)           17             17            0.1846
multiplexers                       1              1          0.008114
AND/OR/NAND/NOR                   55             55            0.2353
flip-flops                         2              2           0.03246
buffers and inverters             26             59            0.1055
XOR/XNOR                          12             12           0.09737
==> routing by layer <==
| layer | wire length, microns | track usage | vias up |
|---|---|---|---|
| li1 | - | - | 682 |
| met1 | 1524 | 0.07656 | 596 |
| met2 | 1419 | 0.09231 | 43 |
| met3 | 188 | 0.01223 | 0 |
| met4 | 0 | 0.005803 | 0 |
| met5 | 0 | 0 | - |
==> worst max-delay path by stage <==
stage	startpoint	slack, ns	endpoint	cells past startpoint
4_1_cts	row[0]	4.74	star_en[0]$_SDFF_PN1_	12
5_1_grt	row[0]	4.54	star_en[0]$_SDFF_PN1_	12
6_report	row[0]	4.75	star_en[0]$_SDFF_PN1_	12
==> through the flow <==
| step | power [uW] | instances |
|---|---|---|
| 2_1_floorplan | 88.21 | 165 |
| 3_3_place_gp | 114.4 | 294 |
| 3_5_place_dp | 114.6 | 294 |
| 4_1_cts | 148.0 | 297 |
| 5_1_grt | 162.8 | 297 |
| 6_report | 147.2 | 297 |
==> critical path: stages <==
cell             delay, ns
clkdlybuf4s50_1       0.45
inv_1                 0.04
ha_1                  0.21
fa_1                  0.43
and2b_1               0.26
o221ai_2              0.14
nor4bb_1              0.18
or3b_4                0.42
a221oi_4              0.33
nand3_1               0.12
o31a_1                0.33
a211o_1               0.26
Power is estimated from default activity; no workload was simulated.
