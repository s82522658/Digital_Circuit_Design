==> /design/flow/design.v <==
module CONVCOR( clk , rst_n , in_valid , in_a, in_b, in_mode, out_valid , out);
input clk , rst_n , in_valid , in_mode; 
input [15:0]in_a, in_b;
output reg out_valid;
output reg signed[35:0]out;
reg signed [7:0]a_r1;
reg signed [7:0]a_c1;
reg signed [7:0]b_r1;
reg signed [7:0]b_c1;
reg signed [7:0]a_r2;
reg signed [7:0]a_c2;
reg signed [7:0]b_r2;
reg signed [7:0]b_c2;
reg signed [7:0]a_r3;
reg signed [7:0]a_c3;
reg signed [7:0]b_r3;
reg signed [7:0]b_c3;
reg [3:0]count;
reg mode;
always@(posedge clk)
begin
	if(rst_n==0) 
	begin
		a_r1<=0; a_r2<=0; a_r3<=0;
		a_c1<=0; a_c2<=0; a_c3<=0;
		b_r1<=0; b_r2<=0; b_r3<=0;
		b_c1<=0; b_c2<=0; b_c3<=0;
		out<=0;
		count<=0;
		out_valid<=0;
	end
	if(in_valid==1)
	begin
		count<=count+1;
		case(count)
			4'b0000:
			begin 
			a_r1<=in_a[15:8];
			a_c1<=in_a[7:0];
			b_r1<=in_b[15:8];
			b_c1<=in_b[7:0];
			mode<=in_mode;
			end
			4'b0001:
			begin 
			a_r2<=in_a[15:8];
			a_c2<=in_a[7:0];
			b_r2<=in_b[15:8];
			b_c2<=in_b[7:0];
			end
			4'b0010:
			begin 
			a_r3<=in_a[15:8];
			a_c3<=in_a[7:0];
			b_r3<=in_b[15:8];
			b_c3<=in_b[7:0];
			end
		endcase 
	end
	if(count>=3)
	begin
		count<=count+1;
		if(mode==0)
		begin
			case(count)
			4'b0011:
			begin 
			out[35:18]<=(a_r1*b_r1)-(a_c1*b_c1);
			out[17:0]<=(a_r1*b_c1)+(a_c1*b_r1);
			out_valid<=1;
			end
			4'b0100:
			begin 
			out[35:18]<=(a_r1*b_r2)-(a_c1*b_c2)+(a_r2*b_r1)-(a_c2*b_c1);
			out[17:0]<=(a_r1*b_c2)+(a_c1*b_r2)+(a_r2*b_c1)+(a_c2*b_r1);
			end
			4'b0101:
			begin 
			out[35:18]<=(a_r1*b_r3)-(a_c1*b_c3)+(a_r3*b_r1)-(a_c3*b_c1)+(a_r2*b_r2)-(a_c2*b_c2);
			out[17:0]<=(a_r1*b_c3)+(a_c1*b_r3)+(a_r3*b_c1)+(a_c3*b_r1)+(a_r2*b_c2)+(a_c2*b_r2);
			end
			4'b0110:
			begin
			out[35:18]<=(a_r3*b_r2)-(a_c3*b_c2)+(a_r2*b_r3)-(a_c2*b_c3);
			out[17:0]<=(a_r3*b_c2)+(a_c3*b_r2)+(a_r2*b_c3)+(a_c2*b_r3);
			end
			4'b0111:
			begin 
			out[35:18]<=(a_r3*b_r3)-(a_c3*b_c3);
			out[17:0]<=(a_r3*b_c3)+(a_c3*b_r3);
			end
			4'b1000:
			begin 
			out<=0;
			out_valid<=0;
			count<=0;
			end
			endcase 
		end
		else if(mode==1) 
		begin
			case(count)
			4'b0011:
			begin
			out[35:18]<=(a_r1*b_r1)+(a_c1*b_c1)+(a_r2*b_r2)+(a_c2*b_c2)+(a_r3*b_r3)+(a_c3*b_c3);
			out[17:0]<=-(a_r1*b_c1)+(a_c1*b_r1)-(a_r2*b_c2)+(a_c2*b_r2)-(a_r3*b_c3)+(a_c3*b_r3);
			out_valid<=1;
			end
			4'b0100:
			begin 
			out<=0;
			out_valid<=0;
			count<=0;
			end
			endcase 
		end
	end
end
endmodule
==> /design/flow/run.sh <==
#!/bin/bash
# OpenROAD 26Q1-2900-gdf79404cd8, Yosys 0.63+post, stock flow scripts
make -C /OpenROAD-flow-scripts/flow DESIGN_CONFIG=/design/flow/config.mk WORK_HOME=/design/flow/orfs finish
==> /design/flow/config.mk <==
export PLATFORM = sky130hd
export DESIGN_NAME = CONVCOR
export DESIGN_NICKNAME = CONVCOR
export VERILOG_FILES = /design/flow/design.v
export SDC_FILE = /design/flow/constraint.sdc
export NUM_CORES = 4
export LEC_CHECK = 1
export CORE_UTILIZATION = 50
==> /design/flow/constraint.sdc <==
current_design CONVCOR

set clk_period 22.8
set clk_io_pct 0.2

create_clock -name clk0 -period $clk_period [get_ports {clk}]

set non_clock_inputs [all_inputs -no_clocks]
set_input_delay [expr $clk_period * $clk_io_pct] -clock clk0 $non_clock_inputs
set_output_delay [expr $clk_period * $clk_io_pct] -clock clk0 [all_outputs]
==> changes_impl.md <==
### Physical design

- Mux contribution to synthesized area: 0.00111
- Slowest stage delay, CP: 0.77 ns
- Vias per inst: 5.41
- Worst EP arrival: 12.07 ns
- Synth flops: 138
- Core Util, Final: 0.528
- Area post-placement: 115,000 µm²
- First-pass GRT wire length: 644,000 µm
- Max-cap violations: 0
- Layout cells sized above 1: 0.0364
- Number of distinct library cells after synthesis: 80
- CP bufs+invs: 6
- Syn Area/Cell: 9.20 µm²
- Crit end category: flip-flop
- And+or+nand+nor area frac: 0.137
- Final Setup Violations: 0
- Synth cell count leaders: inv_1 (3,142), fa_1 (2,784), nand2_1 (1,180)
- Critical path launch point: a_r2[1]$_DFF_P_
- Final Hold Fails: 0
- Row Count: 172
- Design area: 116,000 µm²
- DR pass1 iterations: 5
- Fa+ha+maj area frac: 0.625
- Worst Hold Launch: a_r2[3]$_DFF_P_
- CTS tree: yes
- Max Clk Rate: 86.5 MHz
- Leading area contributor after synthesis: fa_1
- Vias in the first global route: 87,324
- RSZ-0062 raised after global routing: no
- Clk sink count: 138
- Clock-pin slew on the worst setup and hold paths: 0.10 ns
- Area growth syn-to-layout: 4.80%
- Routed len/inst: 30.0 µm
- Area of the multi-input gates: 94,000 µm²
- Worst Tran Pin Value: 1.17 ns
- Worst r2r src: a_r2[1]$_DFF_P_
- Complex-gate fraction of the synthesized area: 0.0494
- RD Place Congestion: 1.08
- Placed Instances: 14,791
- Critical-path top delay cell: dfxtp_2
- Number of enable flip-flop cells: 5
- Synth Cell Area: 111,000 µm²
- Tcrit/Tclk final: 0.507
- Routed vias: 80,266
- Worst slack, placed: 11.33 ns
- GR met3 Demand/Resource: 0.303
- Worst-skew pair later-pin latency: 0.58 ns
- Startpoint types: flip-flop
- Critical path type: reg2reg
- Layout Cells excl Fill: 14,843
- Num CTS Buffers: 17
- Drt initial violations: 4,847
- Worst hold slack: 0.473 ns
- Max_slew headroom: 0.199
- Setup TNS: 0 ns
- Synthesis area per yosys: 111,000 µm²
- Fillers: 19,856
- XOR Share, Synth: 0.0372
- Commonest flop: dfxtp_1
- Starting density of the core: 0.504
- Worst path most repeated cell: fa_1
- Synthesized instance count: 12,036
- Seq share, synth: 0.0254
- Core footprint: 220,000 µm²
- Final worst clock skew: 0.0317 ns
- Family with the most delay on the worst path: adder cells
- Met2 GRT Util: 0.565
- HPWL Detailed: 360,000 µm
- Tool warnings: 67
- Final Max Slew Viols: 0
- Min cycle time layout: 11.56 ns
- DRC Markers: 0
- Sequential standard cell area: 2930 µm²
- Synth top area share: 0.504
- Req. time, crit path: 23.31 ns
- Status: finished clean
- Initial antenna violation count: 30
- Clock tree buffer depth: 2
- Setup ws final: 11.24 ns
- Die width: 472 µm
- Total global routing overflow: 0
- Post-route ant nets: 0
- Largest net degree at the start of global routing: 51
- Gr busiest metal: met1
- Top cells by area: fa_1 (50%), ha_1 (12%), inv_1 (11%)
- Vert. Die Dim: 472 µm
- Yosys top cell by instances: inv_1
- Crit path max fanout: 26
- Clock root buffer: clkbuf_16
- Die area: 223,000 µm²
- CTS H-tree lvls: 4
- GRT Total Usage: 0.451
- Met1 Use GR: 0.633
- Dominant combinational family: adder cells
- Setup Buffers After CTS: 0
- Hold Buf Count CTS: 0
- Ports: 73
- YS warnings: 1
- Hold crit path type: reg2reg
- Post-synth ARST share: 0
- Buffers on Ports: 72
- Yosys Instances: 12,036
- Post-CTS Resized: 0
- Total wire length: 445,000 µm
==> worst reg2reg max path, delay by kind of cell, from the launching register on <==
family / cells / cell delay [ns]
simple gates: 4 / 0.45
compound gates: 10 / 2.62
buf+inv: 6 / 0.75
xor+xnor: 2 / 0.41
flops: 1 / 0.77
fa+ha+maj: 15 / 6.49
==> state kept, by name (all words and copies together) (netlist names) <==
name	cells
b_c3	8
mode	1
b_r1	8
b_r3	8
a_c2	8
a_c1	8
a_r1	8
b_c1	8
a_c3	8
count	4
a_r2	8
a_r3	8
b_r2	8
b_c2	8
out	36
out_valid	1
==> metal layers <==
metal | part of all wire | vias up
li1 | - | 34672
met3 | 0.17 | 714
met2 | 0.39 | 4963
met4 | 0.054 | 46
met1 | 0.38 | 39871
met5 | 0.0042 | -
==> cells by family (layout without fill, tap and decap cells) <==
group / count (synthesis) / in the layout
adder cells (fa/ha/maj): 3856 / 3856
buffers and inverters: 3697 / 3526
AND/OR/NAND/NOR: 2998 / 2998
AND-OR/OR-AND: 865 / 865
XOR/XNOR: 470 / 470
flip-flops: 138 / 138
multiplexers: 12 / 12
other: 0 / 20
==> placed cells by master, fill, tap and decap left out, types with 62 or more instances in the layout <==
| master | synthesis | layout |
|---|---|---|
| nand2_1 | 1180 | 1179 |
| o21ai_0 | 188 | 187 |
| o21bai_1 | 72 | 72 |
| clkdlybuf4s50_1 | 0 | 71 |
| dfxtp_2 | 0 | 95 |
| xor2_1 | 108 | 108 |
| nor2_1 | 246 | 244 |
| a21oi_1 | 247 | 247 |
| ha_1 | 1072 | 1072 |
| inv_1 | 3142 | 3140 |
| and2_1 | 1155 | 1155 |
| xnor2_1 | 362 | 359 |
| fa_1 | 2784 | 2784 |
| buf_4 | 0 | 275 |
| nand2b_1 | 210 | 210 |
| a21o_1 | 62 | 62 |
==> area by class of cell <==
cell class              count  share of cell area
diodes                     20            0.000431
clock buffers              17             0.00367
clock inverters            15             0.00137
inverters                3142               0.102
multi-input cells        8201               0.811
flip-flops and latches    138              0.0253
well taps                2958              0.0319
repair buffers            352              0.0249
==> path summary, 6_finish.rpt <==
check                                        to  slack [ns]  cells after the start
worst max-delay path            out[35]$_DFF_P_       11.24                     37
worst min-delay path            a_r2[3]$_DFF_P_        0.47                      2
worst max register to register  out[35]$_DFF_P_       11.24                     37
worst min register to register  a_r2[3]$_DFF_P_        0.47                      2
